`design.v`:
```
module hm2reg_io (
        input clk,
	input reset,
	input [ADDRESS_WIDTH-1:0] slave_address,
	input slave_read,
	input slave_write,
	output [DATA_WIDTH-1:0] slave_readdata,
	input [DATA_WIDTH-1:0] slave_writedata,
	input slave_chipselect,
	output [DATA_WIDTH-1:0] con_dataout,
	input [DATA_WIDTH-1:0] con_datain,
	output [ADDRESS_WIDTH-1:0] con_adrout,
	output con_write_out,
	output con_read_out,
	output con_chip_sel
);
parameter ADDRESS_WIDTH = 14;           
parameter DATA_WIDTH = 32;           
reg [DATA_WIDTH-1:0] indata;
reg [DATA_WIDTH-1:0] outdata;
assign con_chip_sel = slave_chipselect;
assign con_dataout = outdata;
assign slave_readdata = indata;
assign con_adrout[ADDRESS_WIDTH-1:0] = slave_address[ADDRESS_WIDTH-1:0]; 
assign con_read_out = slave_read;
assign con_write_out = slave_write;
always @(posedge clk) begin
	if (reset) begin
		indata[DATA_WIDTH-1:0] <= 32'b0;
		outdata[DATA_WIDTH-1:0] <= 32'b0;
        end
	else if (slave_read)
		indata[DATA_WIDTH-1:0] <= con_datain[DATA_WIDTH-1:0];
	else if	(slave_write)
		outdata <= slave_writedata;
end
endmodule
```
`run.sh`:
```
#!/bin/bash
# OpenROAD 26Q1-2900-gdf79404cd8, Yosys 0.63+post, stock flow scripts
make -C /OpenROAD-flow-scripts/flow DESIGN_CONFIG=/design/flow/config.mk WORK_HOME=/design/flow/orfs finish
```
`config.mk`:
```
export PLATFORM = sky130hd
export DESIGN_NAME = hm2reg_io
export DESIGN_NICKNAME = hm2reg_io
export VERILOG_FILES = /design/flow/design.v
export SDC_FILE = /design/flow/constraint.sdc
export NUM_CORES = 4
export LEC_CHECK = 1
export CORE_UTILIZATION = 40
```
`constraint.sdc`:
```
current_design hm2reg_io

set clk_period 1.8
set clk_io_pct 0.2

create_clock -name clk0 -period $clk_period [get_ports {clk}]

set non_clock_inputs [all_inputs -no_clocks]
set_input_delay [expr $clk_period * $clk_io_pct] -clock clk0 $non_clock_inputs
set_output_delay [expr $clk_period * $clk_io_pct] -clock clk0 [all_outputs]
```
==> impl_metrics.env <==
# flow metrics
export IMPL_pwr_share_comb_pct=15.1
export IMPL_yosys_area_share_adder_pct=0
export IMPL_logic_family="simple AND/OR/NAND/NOR gates"
export IMPL_worst_slew_pin_transition_ns=0.389
export IMPL_post_synthesis_sequential_area_ratio_pct=46.4
export IMPL_grt_setup_unrepaired="false"
export IMPL_reg2reg_from="indata[3]"
export IMPL_cts_root_buffer="sky130_fd_sc_hd__clkbuf_8"
export IMPL_wl_per_cell_um=13.7
export IMPL_drt_pass1_iterations=4
export IMPL_switchingPower_mw=0.692
export IMPL_cts_hold_repair_buffers=0
export IMPL_cts_reportedPaths_clkPinSlew_ns=0.07
export IMPL_setup_reg_to_reg_worst_slack_ns=1.20
export IMPL_fillCellCount=509
export IMPL_synth_simple_area_share_pct=25.0
export IMPL_power_frac_clock_pct=38.3
export IMPL_yosys_stat_chipArea_um2=2760
export IMPL_h_tree_depth=3
export IMPL_postcts_setup_bufs=0
export IMPL_setup_violators_final=0
export IMPL_path_class="primary input to output pin"
export IMPL_grt_total_usage_pct=18.2
export IMPL_layout_area_seq_um2=1280
export IMPL_synthCells=265
export IMPL_worstSetupStartpoint="slave_write"
export IMPL_yosysUniqueCellTypes=12
export IMPL_grt_remaining_overflow=0
export IMPL_mostFrequentLayoutCell="sky130_fd_sc_hd__clkdlybuf4s50_1"
export IMPL_antenna_left=0
export IMPL_detail_route_iter0_violations=100
export IMPL_drc=0
export IMPL_synth_mux_area_fraction_pct=11.6
export IMPL_core_rowCount=29
export IMPL_family_with_the_most_delay_on_the_worst_path="buffers and inverters"
export IMPL_worst_reg2reg_path_endpoint="indata[3]"
export IMPL_final_layout_top_logic_cells="sky130_fd_sc_hd__clkdlybuf4s50_1, sky130_fd_sc_hd__dfxtp_1"
export IMPL_synth_area_um2=2760
export IMPL_critPathMaxStageDelay_ns=0.47
export IMPL_per_cell_via_count_in_the_routed_design=4.76
export IMPL_port_buffers=133
export IMPL_pwr_density_cell_nw_per_um2=793
export IMPL_chipWidth_um=85.1
export IMPL_cp_data_arrival_time_ns=1.30
export IMPL_synth_yosys_num_cells=265
export IMPL_via_count=2175
export IMPL_openroad_warning_count=26
export IMPL_leakage_nw=1.58
export IMPL_critical_path_startpoint_type="primary input"
export IMPL_postCtsResizedCells=0
export IMPL_syn2layout_area_growth_pct=49.8
export IMPL_crit_required_ns=1.44
export IMPL_crit_path_max_fanout=2
export IMPL_p_int_mw=2.59
export IMPL_fin_ws_ns=0.140
export IMPL_clock_skew_ns=0
export IMPL_grt_antenna_before_repair=0
export IMPL_slew_hr_pct=74.1
export IMPL_ir_drop_uv=790
export IMPL_fp_coreArea_um2=6490
export IMPL_critical_path_endpoint="con_write_out"
export IMPL_run_status="finished clean"
export IMPL_pin_count_of_the_biggest_net_entering_global_routing=75
export IMPL_synth_ff_latch_count=64
export IMPL_hpwl_mm=4.14
export IMPL_die_area_um2=7250
export IMPL_xor_area_share_pct=0
export IMPL_cts_tree="built"
export IMPL_cpMaxStageDelayCell="sky130_fd_sc_hd__clkdlybuf4s50_1"
export IMPL_postRouteWirelength_mm=6.26
export IMPL_placer_congestion=0.740
export IMPL_timing_max_cap_violations=0
export IMPL_hold_path_class="primary input to flip-flop"
export IMPL_path_depth=2
export IMPL_timing_final_max_slew_violations=0
export IMPL_p_seq_share_pct=46.6
export IMPL_aoi_share_pct=5.79
export IMPL_avgSynthCellArea_um2=10.4
export IMPL_fmax_ghz=0.602
export IMPL_pre_cts_slack_ns=0.0912
export IMPL_worst_r2r_path_cells=2
export IMPL_grt_pass1_vias=2180
export IMPL_power_switching_share_pct=21.1
export IMPL_ys_warn_count=1
export IMPL_clock_tree_buffer_depth=2
export IMPL_critPathCaptureType="output pin"
export IMPL_worst_skew_pair_late_latency_ns=0.33
export IMPL_finalHoldViolations=0
export IMPL_final_min_clock_period_ns=1.66
export IMPL_crit_path_cell_trace="clkdlybuf4s50_1, clkdlybuf4s50_1"
export IMPL_fin_tns_setup_ns=0
export IMPL_floorplanUtilization_pct=42.6
export IMPL_area_combinational_um2=1170
export IMPL_antennaDiodeCount=0
export IMPL_p_total_mw=3.28
export IMPL_cts_sink_count=64
export IMPL_timing_final_crit_share_pct=92.2
export IMPL_top_level_ports=164
export IMPL_tritoncts_num_buffers=9
export IMPL_crit_path_frequent_cell="sky130_fd_sc_hd__clkdlybuf4s50_1"
export IMPL_drive_gt1_share_pct=6.32
export IMPL_grt_pass1_wl_mm=10.3
export IMPL_fp_dieH_um=85.1
export IMPL_worstPathBufferInverterCount=2
## sequential cells by signal (all words and copies together), names as in the netlist
signal,cells
indata,32
outdata,32
## worst register-to-register path, cell delays in order (launching register included)
cell and delay [ns]:
sky130_fd_sc_hd__dfxtp_1 0.32, sky130_fd_sc_hd__mux2i_1 0.12, sky130_fd_sc_hd__nor2_1 0.05
## synth_stat cells
library cell / n / area, um^2
sky130_fd_sc_hd__buf_2: 11 / 55.1
sky130_fd_sc_hd__nand4bb_1: 32 / 360
sky130_fd_sc_hd__o21ai_1: 32 / 160
sky130_fd_sc_hd__clkbuf_1: 5 / 18.8
sky130_fd_sc_hd__buf_4: 18 / 135
sky130_fd_sc_hd__and2b_4: 1 / 10.0
sky130_fd_sc_hd__buf_6: 2 / 22.5
sky130_fd_sc_hd__nand2b_1: 32 / 200
sky130_fd_sc_hd__dfxtp_1: 64 / 1280
sky130_fd_sc_hd__nor2_1: 32 / 120
sky130_fd_sc_hd__buf_12: 4 / 80.1
sky130_fd_sc_hd__mux2i_1: 32 / 320
## power by group through the flow
stage / logic [mW] / clock network, mW / registers [mW]
4_1_cts: 0.505 / 1.30 / 1.53
5_1_grt: 0.543 / 1.37 / 1.54
6_report: 0.497 / 1.26 / 1.53
## cell families (layout without fill, tap and decap cells)
| family | count (synthesis) | count (layout) |
|---|---|---|
| muxes | 32 | 32 |
| AOI/OAI and AO/OA | 32 | 32 |
| DFF | 64 | 64 |
| and+or+nand+nor | 97 | 97 |
| buffers and inverters | 40 | 155 |
## cell type report
class / instances / area share [%]
Tap cell: 77 / 2.33
Sequential cell: 64 / 30.9
Timing Repair Buffer: 140 / 33.5
Clock buffer: 13 / 4.08
Multi-Input combinational cell: 161 / 28.3
Clock inverter: 2 / 0.906
## stage by stage
| step | cells | hold WS [ns] | utilization (%) | instance area, um^2 |
|---|---|---|---|---|
| after global routing | 457 | 0.408 | 63.8 | 4140 |
| after CTS | 457 | 0.384 | 63.8 | 4140 |
| final | 457 | 0.396 | 63.8 | 4140 |
| after floorplan | 265 | 0.427 | - | 2760 |
| after global placement | 442 | 0.451 | 60.6 | 3940 |
| after detailed placement | 442 | 0.456 | 60.6 | 3940 |
## how the worst min path moves through the flow
| stage | to | cells after the start | slack [ns] | from |
|---|---|---|---|---|
| 6_report | indata[12] | 2 | 0.40 | reset |
| 5_1_grt | indata[10] | 2 | 0.41 | reset |
| 4_1_cts | indata[12] | 2 | 0.38 | reset |
## per-layer routing
metal | track usage (%) | up-vias | routed length [um]
met1 | 25.5 | 955 | 2870
li1 | - | 1117 | -
met4 | 1.54 | 0 | 49
met2 | 27.9 | 98 | 2650
met5 | 0 | - | 0
met3 | 8.09 | 5 | 688
Power is estimated from default activity; no workload was simulated.
